==> design.v <==
module simple_spi #(
    parameter CLK_DIV = 2,  
    parameter CLK_DIV_BITS = 2
) (
    input clk,
    input arstn,
    output reg sclk,
    output mosi,
    input go,
    output reg done = 1'b1,
    input [7:0] data_in
);
reg [2:0] dbit = 2'b0;
reg [7:0] shift_reg;
reg [CLK_DIV_BITS-1:0] cnt;
assign mosi = shift_reg[7];
always @(posedge clk or negedge arstn) begin
    if(~arstn) begin
        done <= 1'b1;
        dbit <= 2'b0;
        shift_reg <= 8'b0;
    end else if(!done) begin
        if(cnt == CLK_DIV) begin
            cnt <= 0;
            sclk <= ~sclk;
            if(sclk) begin  
                shift_reg <= {shift_reg[6:0], 1'b0};
                dbit <= dbit-1;
                if(dbit == 0) done <= 1'b1;
            end
        end else
            cnt <= cnt+1;
    end else if(go) begin
        dbit <= 3'd7;
        shift_reg <= data_in;
        done <= 1'b0;
        cnt <= 0;
        sclk <= 1'b0;
    end
end
endmodule
==> run.sh <==
#!/bin/bash
# OpenROAD 26Q1-2900-gdf79404cd8, Yosys 0.63+post, stock flow scripts
make -C /OpenROAD-flow-scripts/flow DESIGN_CONFIG=/design/flow/config.mk WORK_HOME=/design/flow/orfs finish
==> config.mk <==
export PLATFORM = sky130hd
export DESIGN_NAME = simple_spi
export DESIGN_NICKNAME = simple_spi
export VERILOG_FILES = /design/flow/design.v
export SDC_FILE = /design/flow/constraint.sdc
export NUM_CORES = 4
export LEC_CHECK = 1
export CORE_AREA = 10 10 95 95
export DIE_AREA = 0 0 105 105
==> constraint.sdc <==
current_design simple_spi

set clk_period 2.1
set clk_io_pct 0.2

create_clock -name clk0 -period $clk_period [get_ports {clk}]

set non_clock_inputs [all_inputs -no_clocks]
set_input_delay [expr $clk_period * $clk_io_pct] -clock clk0 $non_clock_inputs
set_output_delay [expr $clk_period * $clk_io_pct] -clock clk0 [all_outputs]
==> impl_metrics.env <==
# yosys + openroad results
export IMPL_flip_flop_count_of_the_largest_register_after_layout=8
export IMPL_yosys_cell_count_top_type="mux2_2"
export IMPL_postLayoutCoreUtil_pct=15.1
export IMPL_aoi_share_pct=7.36
export IMPL_timing_critical_path_to_type="output port"
export IMPL_critical_path_reg2reg_startpoint="cnt[0]"
export IMPL_critPathKind="reg -> out"
export IMPL_floorplan_die_area_um2=11000
export IMPL_cts_made_buffers=3
export IMPL_maxSlewHeadroom_pct=76.6
export IMPL_yosys_top_cells_area="dfrtp_1 (37%), mux2_2 (21%), edfxtp_1 (12%), ha_1 (5.0%), dfstp_2 (3.5%)"
export IMPL_remaining_drc_errors=0
export IMPL_worstPathCellList="clkdlybuf4s50_1"
export IMPL_clock_sink_count=15
export IMPL_critPathSlowestCell="dfstp_2"
export IMPL_total_power_mw=0.918
export IMPL_timing_worst_slew_pin_value_ns=0.351
export IMPL_yosys_cell_types_count=24
export IMPL_die_width_um=105
export IMPL_postSynthSeqShare_pct=52.3
export IMPL_cp_arrival_ns=1.32
export IMPL_die_height_um=105
export IMPL_ys_sh_adder_pct=5.02
export IMPL_critical_path_peak_fanout=6
export IMPL_global_route_usage_total_pct=2.59
export IMPL_grt_pass1_wl_um=2370
export IMPL_report_final_hold_viol_count=0
export IMPL_layout_drive_gt1_share_pct=30.1
export IMPL_clk_insertion_delay_late_ns=0.24
export IMPL_route_antenna_remaining_nets=0
export IMPL_ir_drop_uv=264
export IMPL_netlist_logic_family_top="multiplexers"
export IMPL_worst_r2r_setup_slack_ns=0.39
export IMPL_synthDominantCellAreaShare_pct=36.8
export IMPL_setup_worst_path_start_class="flop"
export IMPL_power_density_cell_area_nw_per_um2=878
export IMPL_drv_slew=0
export IMPL_drt_pre_antenna_iters=3
export IMPL_tool_warnings=26
export IMPL_cap_violations=0
export IMPL_clk_root_buffer_cell="clkbuf_8"
export IMPL_avgRoutedWirePerCell_um=8.67
export IMPL_outcome="completed"
export IMPL_timing_final_crit_period_ns=1.74
export IMPL_post_synthesis_sequential_element_count=15
export IMPL_maxClockFrequency_mhz=574
export IMPL_mappedNetlistArea_um2=748
export IMPL_finalWirelength_um=1470
export IMPL_hold_ws_ns=0.484
export IMPL_endpoint_required_time_on_the_critical_path_ns=1.68
export IMPL_gr_total_overflow=0
export IMPL_startpoint="done"
export IMPL_maximum_number_of_pins_on_one_net_before_global_route_repair=16
export IMPL_worst_clock_skew_ns=0.00572
export IMPL_antenna_violations_before_repair=0
export IMPL_io_buffers=13
export IMPL_antennaDiodeCount=0
export IMPL_cts_buffer_depth=2
export IMPL_cts_hold_buffers_added=0
export IMPL_rows=30
export IMPL_cts_repair_resize_count=0
export IMPL_drt_iter0_drc=13
export IMPL_ys_sh_xor_pct=1.17
export IMPL_route_vias_total=466
export IMPL_routability_cong=0.711
export IMPL_yosys_chip_area_um2=748
export IMPL_ys_warn_count=1
export IMPL_mux_share_pct=21.1
export IMPL_area_delta_synth_final_pct=39.6
export IMPL_routed_via_density=2.76
export IMPL_effective_utilization_at_floorplan_pct=10.8
export IMPL_cells_yosys=56
export IMPL_finalSetupViolations=0
export IMPL_buffers_and_inverters_on_the_worst_path=1
export IMPL_setup_tns_final_ns=0
export IMPL_regToRegEndpoint="shift_reg[6]"
export IMPL_avgSynthCellArea_um2=13.4
export IMPL_cts_tree="built"
export IMPL_vias_in_the_first_global_route=495
export IMPL_synth_cellmix_simpleShare_pct=9.53
export IMPL_cts_htree_levels=1
export IMPL_boundaryPins=14
export IMPL_p_leak_nw=0.438
export IMPL_ys_async_rst_share_pct=80.0
export IMPL_critical_path_max_stage_delay_ns=0.59
export IMPL_cts_clk_slew_worst_paths_ns=0.06
export IMPL_grt_setup_unrepaired="false"
export IMPL_core_area_um2=6910
export IMPL_postCtsSetupBuffers=0
export IMPL_timing_reg2reg_worst_path_depth=5
export IMPL_enable_flop_cells=3
export IMPL_crit_path_cell_count=1
export IMPL_ys_flop_type="dfrtp_1"
export IMPL_period_used_pct=83.0
export IMPL_dominant_delay_contributor_by_cell_family_on_the_critical_path="flip-flops"
export IMPL_synth_top_cells_by_count="mux2_2 (14), dfrtp_1 (11), edfxtp_1 (3), ha_1 (3), inv_1 (3)"
export IMPL_number_of_standard_cells_after_synthesis=56
export IMPL_worst_hold_path_type="reg -> reg"
export IMPL_critical_path_endpoint="done"
export IMPL_library_cell_with_the_largest_summed_area_after_synthesis="dfrtp_1"
==> per-layer routing <==
metal	track usage, %	up-vias	routed length (um)
li1	-	235	-
met1	3.05	222	672
met2	4.09	9	652
met3	1.68	0	140
met4	0.0980	0	0
met5	0	-	0
==> per-stage QoR <==
step	area (um2)	std cells	setup slack, ns
floorplan	748	56	0.487
global placement	998	165	0.314
detailed placement	998	165	0.304
CTS	1040	169	0.334
global route	1040	169	0.293
finish	1040	169	0.357
==> worst min-delay path by stage <==
stage             from            to  slack [ns]  cells past startpoint
4_1_cts        dbit[2]          done        0.49                      1
5_1_grt   shift_reg[0]  shift_reg[0]        0.51                      1
6_report       dbit[2]          done        0.48                      1
==> power breakdown <==
part,internal [mW],leakage (nW),total (mW),switching (mW)
combinational,0.162,0.233,0.257,0.0949
sequential,0.393,0.180,0.435,0.0419
clock,0.131,0.0255,0.226,0.0948
total,0.686,0.438,0.918,0.232
==> cells by family (layout without fill, tap and decap cells) <==
logic type | after synthesis | after routing
multiplexers | 14 | 14
adder cells (fa/ha/maj) | 3 | 3
flip-flops | 15 | 15
XOR/XNOR | 1 | 1
buffers and inverters | 5 | 22
AND-OR/OR-AND | 7 | 7
AND/OR/NAND/NOR | 11 | 11
==> final cells by class <==
cell class | count | area (um2)
fill | 780 | 5860
sequential | 15 | 392
multi-input combinational | 36 | 330
timing repair buffer | 15 | 145
tap | 96 | 120
clock buffer | 3 | 41.3
inverter | 3 | 11.3
clock inverter | 1 | 5.00
==> cell usage in the layout (no fill, tap or decap), drive strengths merged <==
cell           instances
clkinv                 1
and3                   1
nand2b                 1
nand3                  1
inv                    3
nand4b                 1
nor2                   1
clkbuf                 3
dfstp                  1
nor3                   2
edfxtp                 3
and3b                  2
nor3b                  1
mux2                  14
a21o                   1
dfrtp                 11
buf                    2
and2                   1
o22a                   1
clkdlybuf4s50         13
a21oi                  3
xnor2                  1
o21a                   1
ha                     3
o21ai                  1
No activity file was given, so power comes from the tool's default toggle rates.
