==> flow/design.v <==
module button #(
    parameter XSTART = 0,  
    parameter YSTART = 0,
    parameter WIDTH = 1,
    parameter HEIGHT = 1,
    parameter BACKRGB = 16'h0000,  
    parameter INVTOUCH = 1,  
    parameter XBORD = 0,  
    parameter YBORD = 0,
    parameter BORDWIDTH = WIDTH,
    parameter BORDHEIGHT = HEIGHT,
    parameter BORDERRGB = 16'hFFFF,
    parameter XBMP = 0,  
    parameter YBMP = 0,
    parameter BMPWIDTH = 1,
    parameter BMPHEIGHT = 1,
    parameter BMPBITS = 1,  
    parameter NUMSTATES = 1,
    parameter STATEBITS = 1,
    parameter INTREG = 0,  
    parameter RSTSTATE = 0
) (
    input clk,
    input arstn,
    input touch,
    input [15:0] touchx,  
    input [15:0] touchy,
    output reg touched,
    output reg [STATEBITS-1:0] state,
    input rst_state,
    output reg update,  
    input draw,
    input cnext,
    output reg drawdone,
    output [15:0] xstart,
    output [15:0] xend,
    output [15:0] ystart,
    output [15:0] yend,
    output [15:0] color,
    output [0:BMPWIDTH*BMPHEIGHT*BMPBITS-1] bmpregout,  
    input [BMPBITS-1:0] bmpregin,  
    output bmpreg_load,
    output reg bmpreg_shift,
    input [0:BMPWIDTH*BMPHEIGHT*BMPBITS*NUMSTATES-1] bmp  
);
reg lasttouched;
reg lastrst;
always @(posedge clk) begin
    touched <= touch && touchx >= XSTART
                     && touchx <  XSTART+WIDTH
                     && touchy >= YSTART
                     && touchy <  YSTART+HEIGHT;
    lasttouched <= touched;
    lastrst <= rst_state;
end
always @(posedge clk or negedge arstn) begin
    if(!arstn) begin
        state <= RSTSTATE;
        update <= 1'b1;
    end else begin
        if(rst_state) begin
            state <= RSTSTATE;
        end else if(touched && !lasttouched) begin
            update <= 1'b1;
            if(state==NUMSTATES-1) state <= 0;
            else state <= state+1;
        end else if(!touched && lasttouched) begin
            if(INVTOUCH) update <= 1'b1;
        end
        if(rst_state != lastrst) update <= 1'b1;
        if(draw) update <= 0;
    end
end
assign bmpregout = bmp[BMPWIDTH*BMPHEIGHT*BMPBITS*state +: BMPWIDTH*BMPHEIGHT*BMPBITS];
assign bmpreg_load = !draw && drawdone;
reg [15:0] posx;
reg [15:0] posy;
wire inbmp = posx >= XBMP && posx < XBMP+BMPWIDTH &&
             posy >= YBMP && posy < YBMP+BMPWIDTH;
wire inbord = posx == XBORD || posx == XBORD+BORDWIDTH-1 ||
              posy == YBORD || posy == YBORD+BORDHEIGHT-1;
always @(posedge clk or negedge arstn) begin
    if(!arstn) begin
        drawdone <= 1'b1;
        posx <= 0;
        posy <= 0;
        bmpreg_shift <= 0;
    end else if(bmpreg_load) begin
        drawdone <= 1'b1;
        posx <= 0;
        posy <= 0;
        bmpreg_shift <= 0;
    end else begin
        bmpreg_shift <= 0;
        drawdone <= 1'b0;
        if(cnext) begin
            if(posx == WIDTH-1 && posy == HEIGHT-1) drawdone <= 1'b1;
            else begin
                if(posx == WIDTH-1) begin
                    posx <= 0;
                    posy <= posy + 1'b1;
                end else posx <= posx + 1'b1;
                if(inbmp) bmpreg_shift <= 1'b1;
            end
        end
    end
end
wire [BMPBITS-1:0] bmpcol;
generate
  if(INTREG) begin
    reg [0:BMPWIDTH*BMPHEIGHT*BMPBITS-1] bmpreg;  
    always @(posedge clk) begin
        if(bmpreg_load)
            bmpreg <= bmpregout;
        else if(bmpreg_shift)
            bmpreg <= bmpreg << BMPBITS;
    end
    assign bmpcol = bmpreg[BMPBITS-1:0];
  end else begin
    assign bmpcol = bmpregin;
  end
endgenerate
wire [15:0] bmpcolor = ((BMPBITS == 1) ? {16{bmpcol[0]}} :
                        (BMPBITS == 3) ? {{5{bmpcol[2]}},{6{bmpcol[1]}},{5{bmpcol[0]}}} :
                        bmpcol);
assign xstart = XSTART;
assign xend = XSTART+WIDTH-1;
assign ystart = YSTART;
assign yend = YSTART+HEIGHT-1;
wire [15:0] color_int = ((INVTOUCH && touched) ? 16'hFFFF : 16'h0000) ^
                         (inbord ? BORDERRGB :
                          inbmp  ? bmpcolor  :
                          BACKRGB);
assign color = rst_state ? {color_int[15:11]>>1, color_int[10:5]>>1, color_int[4:0]>>1}
                         : color_int;
endmodule
==> flow/run.sh <==
#!/bin/bash
# OpenROAD 26Q1-2900-gdf79404cd8, Yosys 0.63+post, stock flow scripts
make -C /OpenROAD-flow-scripts/flow DESIGN_CONFIG=/design/flow/config.mk WORK_HOME=/design/flow/orfs finish
==> flow/config.mk <==
export PLATFORM = sky130hd
export DESIGN_NAME = button
export DESIGN_NICKNAME = button
export VERILOG_FILES = /design/flow/design.v
export SDC_FILE = /design/flow/constraint.sdc
export NUM_CORES = 4
export LEC_CHECK = 1
export CORE_UTILIZATION = 40
==> flow/constraint.sdc <==
current_design button

set clk_period 3.0
set clk_io_pct 0.2

create_clock -name clk0 -period $clk_period [get_ports {clk}]

set non_clock_inputs [all_inputs -no_clocks]
set_input_delay [expr $clk_period * $clk_io_pct] -clock clk0 $non_clock_inputs
set_output_delay [expr $clk_period * $clk_io_pct] -clock clk0 [all_outputs]
==> out/metrics.yaml <==
grt:
  grt_max_degree: 36
  grt_antenna_before_repair: 0
  wire_length_of_the_first_global_routing_pass_mm: 8.86
  track_usage_pct: 15.6
  first_global_vias: 1874
  grt.overflow.total: 0
critical_path:
  cpPeakStageDelay_ps: 470
  cells_along_the_critical_path: "inv_1, ha_1, nor3b_4, nand4_2, nand2_2, xor2_2, buf_4, clkdlybuf4s50_1"
  worst-setup-path-type: "register to output port"
  critical-path-slowest-cell: "sky130_fd_sc_hd__clkdlybuf4s50_1"
  startpoint_type: "register"
  crit_arrival_ps: 2260
  path_max_fanout: 7
  timing.critical_path.required_ps: 2400
  worst_setup_path_end_kind: "output port"
synth:
  postSynth.asyncResetShare_pct: 92.1
  post-synth-top-count-cell: "sky130_fd_sc_hd__buf_4"
  yosys_reported_design_area_after_synthesis_um2: 2710
  cells_in_synth_stat_txt: 310
  post_synth_edffs: 0
  post_synth_design_cell_area_um2: 2710
  yosys.cell_types.count: 42
  post_synth.cell_area_avg_um2: 8.75
  yosysWarnings: 1
  netlist.area_leader.share_pct: 30.5
  yosys_most_used_dff: "sky130_fd_sc_hd__dfrtp_1"
  synth_flop_count: 38
  synth.top_cells.by_count: "sky130_fd_sc_hd__buf_4, sky130_fd_sc_hd__dfrtp_1, sky130_fd_sc_hd__nor2_1"
  synth_cells: 310
  ys_seq_share_pct: 34.6
  topCellsByArea: "sky130_fd_sc_hd__dfrtp_1, sky130_fd_sc_hd__buf_4, sky130_fd_sc_hd__nor2_1"
  netlist.top_cell.by_area: "sky130_fd_sc_hd__dfrtp_1"
placement:
  weighted_congestion_reported_at_the_end_of_routability_driven_placement: 0.834
  i_o_buffers: 58
  dp.cells: 432
  dpl.hpwl_mm: 3.96
  postPlaceCellArea_um2: 3060
clock_network:
  cts_inserted_buffers: 5
  cts_buffer_depth: 2
  cts-htree-levels: 2
  tritoncts: "yes"
  cts_hold_repair.buffers: 0
  path_clk_slew_ps: 70
  clock.latency.late_pin_ps: 290
  clkSinkCount: 38
  ctsRootBufferMaster: "sky130_fd_sc_hd__clkbuf_8"
floorplanning:
  die_width_um: 84.3
  core_util_floorplan_pct: 42.0
  core.rowCount: 29
  die_area_um2: 7110
  dieHeight_um: 84.3
  core-area_um2: 6460
  ios: 127
sta:
  min_period_ps: 2860
  timing_max_transition_violations_final: 0
  maxClockFrequency_ghz: 0.350
  setup_viol: 0
  rsz0062_at_grt: "true"
  layout_worst_path_cycle_share_pct: 95.2
  finalHoldWorstSlack_ps: 425
  timing.clock.skew_ps: 4.70
  hold_violations: 0
layout:
  fin_area_um2: 3280
  final_cells: 445
  syn_to_final_growth_pct: 20.9
  share_of_cells_above_drive_strength_1_pct: 10.9
  postLayoutCoreUtil_pct: 50.8
flow_run:
  openroad.warnings: 29
  cap_violations: 0
routing:
  drt-initial-drc-count: 110
  avgViaCountPerCell: 4.71
  antenna_left: 0
  vias: 2095
  detail_route.drc_violations: 0
  postRouteWirelength_mm: 5.38
  drt-pass1-iter-count: 21
  drt-wirelength-per-cell_um: 12.1
  antenna_cells_inserted: 0
pwr:
  design_power_total_w: 0.00209
  ir_drop_mv: 0.266
  power.leakage_nw: 1.50
  cellPowerDensity_nw_per_um2: 637
min_path:
  worst_hold_path_class: "register to register"
status:
  status: "finished clean"
[critical path: cells and delay by family (launching register included)]
| kind | cells | cell delay [ps] |
|---|---|---|
| buffers and inverters | 3 | 750 |
| XOR/XNOR | 1 | 190 |
| flip-flops | 1 | 410 |
| adder cells (fa/ha/maj) | 1 | 160 |
| AND/OR/NAND/NOR | 3 | 470 |
[metrics by stage]
| stage | setup slack [ps] | setup TNS, ps |
|---|---|---|
| floorplan | 337 | 0 |
| detailed placement | 123 | 0 |
| CTS | 15.2 | 0 |
| global route | -33.6 | -247 |
| finish | 144 | 0 |
| global placement | 176 | 0 |
[cell usage in the layout, fill, tap and decap left out, drive strengths merged, types with 2 or more instances in the layout]
cell           Yosys  layout
a21oi             14      14
and4               3       3
conb               1      66
clkbuf             5       7
dlymetal6s2s       0       3
dfstp              2       2
xnor2              4       4
nor3               5       5
inv                6       6
dfxtp              3       3
dfrtp             33      33
nor4              13      13
nand2             19      19
and2               3       3
and3               4       4
buf               82      14
nand3             18      18
nor4b              3       3
or4                6       6
nand4              9       9
o211ai             3       3
o21ai             17      17
xor2              10      10
ha                 4       4
clkdlybuf4s50      0      55
or3               12      12
nor2              25      25
[metal layers]
metal / global-route usage [%] / share of wire [%] / wire (µm)
met5: 0 / 0 / 0
met4: 0.924 / 0.61 / 33
met3: 3.78 / 5.6 / 304
met2: 24.6 / 48 / 2600
met1: 23.6 / 45 / 2440
[cell families (layout without fill, tap and decap cells)]
kind of cell	after synthesis	count (layout)	synth area share, %
XOR/XNOR	14	14	4.52
buffers and inverters	93	86	24.3
AND-OR/OR-AND	35	35	7.01
multiplexers	1	1	0.369
adder cells (fa/ha/maj)	4	4	1.85
flip-flops	38	38	34.6
AND/OR/NAND/NOR	124	124	27.2
other	1	66	0.138
[path summary, 6_finish.rpt]
| kind | startpoint | to | slack, ps | cells after the start |
|---|---|---|---|---|
| max in group asynchronous | arstn | update$_DFFE_PN1P_ | 1950 | 2 |
| worst min register to register | touched$_DFF_P_ | lasttouched$_DFF_P_ | 430 | 0 |
| min in group asynchronous | arstn | posy[11]$_DFFE_PN0P_ | 720 | 2 |
| worst min-delay path | touched$_DFF_P_ | lasttouched$_DFF_P_ | 430 | 0 |
| worst max register to register | posy[0]$_DFFE_PN0P_ | posy[3]$_DFFE_PN0P_ | 780 | 9 |
| worst max-delay path | posy[0]$_DFFE_PN0P_ | color[7] | 140 | 8 |
[final cells by class]
| class | count | area, µm² |
|---|---|---|
| clock inverters | 1 | 30.0 |
| well taps | 77 | 96.3 |
| clock buffers | 7 | 76.3 |
| multi-input cells | 244 | 1420 |
| inverters | 6 | 22.5 |
| repair buffers | 72 | 693 |
| fillers | 587 | 3180 |
| flip-flops and latches | 38 | 938 |
[sequential cells by signal, indices dropped and copies added (netlist names)]
register,cells
bmpreg_shift,1
drawdone,1
touched,1
update,1
posy,16
lasttouched,1
posx,16
lastrst,1
[power breakdown]
part / internal (W) / switching, W / leakage, nW
clock: 0.000249 / 0.000175 / 0.0524
combinational: 0.000639 / 0.000381 / 0.951
sequential: 0.000576 / 0.0000680 / 0.494
total: 0.00146 / 0.000623 / 1.50
[repair_timing]
action,CTS,global route
gates resized,9,9
gates cloned,1,0
buffers inserted,0,4
endpoints found under the setup margin,16,16
pin swaps,2,2
No activity file was given, so power comes from the tool's default toggle rates.
